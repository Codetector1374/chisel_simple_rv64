`flow/design.v`:
```
module CRC32(
  input [3:0] data_in,
  input crc_en,
  output [31:0] crc_out,
  input rst,
  input clk
);
  reg [31:0] lfsr_q,lfsr_c;
  assign crc_out = lfsr_q;
  always @(*) begin
    lfsr_c[0] = lfsr_q[28] ^ data_in[0];
    lfsr_c[1] = lfsr_q[28] ^ lfsr_q[29] ^ data_in[0] ^ data_in[1];
    lfsr_c[2] = lfsr_q[28] ^ lfsr_q[29] ^ lfsr_q[30] ^ data_in[0] ^ data_in[1] ^ data_in[2];
    lfsr_c[3] = lfsr_q[29] ^ lfsr_q[30] ^ lfsr_q[31] ^ data_in[1] ^ data_in[2] ^ data_in[3];
    lfsr_c[4] = lfsr_q[0] ^ lfsr_q[28] ^ lfsr_q[30] ^ lfsr_q[31] ^ data_in[0] ^ data_in[2] ^ data_in[3];
    lfsr_c[5] = lfsr_q[1] ^ lfsr_q[28] ^ lfsr_q[29] ^ lfsr_q[31] ^ data_in[0] ^ data_in[1] ^ data_in[3];
    lfsr_c[6] = lfsr_q[2] ^ lfsr_q[29] ^ lfsr_q[30] ^ data_in[1] ^ data_in[2];
    lfsr_c[7] = lfsr_q[3] ^ lfsr_q[28] ^ lfsr_q[30] ^ lfsr_q[31] ^ data_in[0] ^ data_in[2] ^ data_in[3];
    lfsr_c[8] = lfsr_q[4] ^ lfsr_q[28] ^ lfsr_q[29] ^ lfsr_q[31] ^ data_in[0] ^ data_in[1] ^ data_in[3];
    lfsr_c[9] = lfsr_q[5] ^ lfsr_q[29] ^ lfsr_q[30] ^ data_in[1] ^ data_in[2];
    lfsr_c[10] = lfsr_q[6] ^ lfsr_q[28] ^ lfsr_q[30] ^ lfsr_q[31] ^ data_in[0] ^ data_in[2] ^ data_in[3];
    lfsr_c[11] = lfsr_q[7] ^ lfsr_q[28] ^ lfsr_q[29] ^ lfsr_q[31] ^ data_in[0] ^ data_in[1] ^ data_in[3];
    lfsr_c[12] = lfsr_q[8] ^ lfsr_q[28] ^ lfsr_q[29] ^ lfsr_q[30] ^ data_in[0] ^ data_in[1] ^ data_in[2];
    lfsr_c[13] = lfsr_q[9] ^ lfsr_q[29] ^ lfsr_q[30] ^ lfsr_q[31] ^ data_in[1] ^ data_in[2] ^ data_in[3];
    lfsr_c[14] = lfsr_q[10] ^ lfsr_q[30] ^ lfsr_q[31] ^ data_in[2] ^ data_in[3];
    lfsr_c[15] = lfsr_q[11] ^ lfsr_q[31] ^ data_in[3];
    lfsr_c[16] = lfsr_q[12] ^ lfsr_q[28] ^ data_in[0];
    lfsr_c[17] = lfsr_q[13] ^ lfsr_q[29] ^ data_in[1];
    lfsr_c[18] = lfsr_q[14] ^ lfsr_q[30] ^ data_in[2];
    lfsr_c[19] = lfsr_q[15] ^ lfsr_q[31] ^ data_in[3];
    lfsr_c[20] = lfsr_q[16];
    lfsr_c[21] = lfsr_q[17];
    lfsr_c[22] = lfsr_q[18] ^ lfsr_q[28] ^ data_in[0];
    lfsr_c[23] = lfsr_q[19] ^ lfsr_q[28] ^ lfsr_q[29] ^ data_in[0] ^ data_in[1];
    lfsr_c[24] = lfsr_q[20] ^ lfsr_q[29] ^ lfsr_q[30] ^ data_in[1] ^ data_in[2];
    lfsr_c[25] = lfsr_q[21] ^ lfsr_q[30] ^ lfsr_q[31] ^ data_in[2] ^ data_in[3];
    lfsr_c[26] = lfsr_q[22] ^ lfsr_q[28] ^ lfsr_q[31] ^ data_in[0] ^ data_in[3];
    lfsr_c[27] = lfsr_q[23] ^ lfsr_q[29] ^ data_in[1];
    lfsr_c[28] = lfsr_q[24] ^ lfsr_q[30] ^ data_in[2];
    lfsr_c[29] = lfsr_q[25] ^ lfsr_q[31] ^ data_in[3];
    lfsr_c[30] = lfsr_q[26];
    lfsr_c[31] = lfsr_q[27];
  end  
  always @(posedge clk) begin
    if(rst) begin
      lfsr_q <= {32{1'b1}};
    end
    else begin
      lfsr_q <= crc_en ? lfsr_c : lfsr_q;
    end
  end  
endmodule  
```
`flow/run.sh`:
```
#!/bin/bash
# OpenROAD 26Q1-2900-gdf79404cd8, Yosys 0.63+post, stock flow scripts
make -C /OpenROAD-flow-scripts/flow DESIGN_CONFIG=/design/flow/config.mk WORK_HOME=/design/flow/orfs finish
```
`flow/config.mk`:
```
export PLATFORM = sky130hd
export DESIGN_NAME = CRC32
export DESIGN_NICKNAME = CRC32
export VERILOG_FILES = /design/flow/design.v
export SDC_FILE = /design/flow/constraint.sdc
export NUM_CORES = 4
export LEC_CHECK = 1
export CORE_UTILIZATION = 30
```
`flow/constraint.sdc`:
```
current_design CRC32

set clk_period 3.3
set clk_io_pct 0.2

create_clock -name clk0 -period $clk_period [get_ports {clk}]

set non_clock_inputs [all_inputs -no_clocks]
set_input_delay [expr $clk_period * $clk_io_pct] -clock clk0 $non_clock_inputs
set_output_delay [expr $clk_period * $clk_io_pct] -clock clk0 [all_outputs]
```
==> GITHUB_STEP_SUMMARY <==
### Metrics collected by this job

| Metric | Value |
|---|---|
| Hold-critical path depth | 1 |
| Via count of the first global-routing pass | 1014 |
| Die area | 5570 um2 |
| R2R Path End | lfsr_q[11] |
| Highest Signal Layer | met4 |
| Slew at the pin closest to its max-slew limit | between 600 and 700 ps |
| Setup Skew | 1.97 ps |
| GPL Wtd Cong | 0.791 |
| Remaining DRCs | 0 |
| Setup repair bufs after CTS | 0 |
| Clk slew on worst S/H paths | 60 ps |
| Worst Reg2Reg Path Length in Cells | 4 |
| Detailed Route Iter0 Violations | 35 |
| Hold buffers post-CTS | 0 |
| Max cap viols | 0 |
| N_diodes | 0 |
| DR WL met2 | 1480 um |
| Combinational gate area | 875 um2 |
| Remaining antenna violation count | 0 |
| Flops after synth | 32 |
| Worst Path Buf+Inv | 1 |
| Slew headroom | 53.6% |
| Clock Tree Root | clkbuf_8 |
| Skew-Pair Late Insertion Delay | approximately 280 ps |
| Slowest cell on the critical path | xnor3_2 |
| CTS tree | done |
| CTS Buf Count | 5 |
| Synthesized area | 1580 um2 |
| Crit Path Max Fanout | 9 |
| Init Core Util | 31.0% |
| Clock Tree Buf Depth | 2 |
| Peak VDD IR | 264 uV |
| Cell family with the largest share of critical-path delay | XOR/XNOR gates |
| Yosys cell types | 22 |
| Routed Wire Length | between 3000 and 4000 um |
| First-pass GRT wire length | 5100 um |
| Max Slew Vio Count | 0 |
| Via density | 4.26 |
| 1st-pass router iterations | 4 |
| Final Critical Period | 2210 ps |
| Ys cells | 158 |
| CP Cell Sequence | clkdlybuf4s50_1, xnor2_4, xnor3_2, xnor2_1, o21ai_1 |
| Largest net degree at the start of global routing | 37 |
| Setup-failing EPs final | 0 |
| Number of antenna violations at the first check in global routing | 0 |
| Tool warnings | 25 |
| Synth-to-Final Area Change | 30.8% |
| Die span in y | 74.6 um |
| Rows | 26 |
| Critical path class | in -> reg |
| Worst flop-to-flop path startpoint | lfsr_q[31] |
| Max FFs per register | 32 |
| Num ports | 39 |
| Worst hold-check path type | reg -> reg |
| Final-layout fill cell count | 537 |
| Worst Hold Launch | lfsr_q[16] |
| Hold Path Sink | lfsr_q[20] |
| Final Hold Viols | 0 |
| Max Clk Rate | 454 MHz |
| Worst EP required | roughly 3500 ps |
| # port buffers | 38 |
| Syn avg cell area | around 10 um2 |
| Htree depth | 2 |
| Post-synth area from yosys stat | between 1500 and 2000 um2 |
| Final period util | 66.8% |
| Top Registers | lfsr_q (32) |
| Yosys warns | 1 |
| Largest Register | lfsr_q |
| Post-route met1 wirelength | 1520 um |
| WL/cell | roughly 12 um |
| Total grt overflow | 0 |
| Worst R2R Setup Slack | between 1500 and 2000 ps |
| Setup_tns | 0 ps |
| Worst setup SP type | primary input |
| Vias | roughly 1100 |
| Met3 wire length | about 140 um |
| Layout Utilization | 40.5% |
| Status | finished, final reports clean |
| Chip width | 74.6 um |
| Final hold slack | 498 ps |
| Unrepaired setup endpoints after global routing | no |
| Gates resized, CTS repair | 0 |
| Sequential cell area | 641 um2 |
| Core Area | about 5100 um2 |
| Power per cell area | 549 nW/um2 |
| Overall routing resource usage | 12.4% |
| Leakage | 0.789 nW |
| Max stage delay on crit path | 560 ps |
| Clock Sinks | 32 |
| Register share after synthesis | 40.5% |
| Layout cell share with drive strength beyond 1 | 15.3% |
| Post-Synthesis Cells | 158 |
| Setup crit end kind | flop |
| Post-DP HPWL | 2100 um |
| Worst Path Arrival | roughly 2400 ps |
-- worst max-delay path by stage --
stage / startpoint / endpoint / slack (ps) / depth (start not counted)
after CTS: data_in[3] / lfsr_q[11] / 1070 / 5
after global routing: data_in[3] / lfsr_q[11] / 980 / 5
final: data_in[3] / lfsr_q[11] / 1090 / 5
-- report_power, final --
part / leakage (nW) / internal, mW / total, mW / switching [mW]
registers: 0.266 / 0.439 / 0.491 / 0.0519
logic: 0.487 / 0.245 / 0.379 / 0.134
clock network: 0.0359 / 0.136 / 0.266 / 0.130
total: 0.789 / 0.820 / 1.14 / 0.317
-- cell usage after synthesis --
master / instances / area, um2
o21ai_0: 5 / 25.0
o21ai_1: 6 / 30.0
dfxtp_1: 32 / 641
and2_1: 2 / 12.5
nor2_1: 12 / 45.0
xnor3_2: 2 / 47.6
xnor2_4: 3 / 82.6
a21oi_1: 26 / 130
a21bo_2: 2 / 20.0
xnor2_1: 12 / 105
or2_2: 11 / 68.8
xor2_1: 14 / 123
a211o_1: 5 / 43.8
nor2b_1: 4 / 25.0
buf_1: 1 / 3.75
a211o_2: 1 / 10.0
clkbuf_1: 8 / 30.0
xnor2_2: 3 / 48.8
nor3_1: 2 / 10.0
buf_4: 4 / 30.0
clkinv_1: 1 / 3.75
xor3_1: 2 / 47.6
-- final cells by class --
type                            count  share of cell area (%)
Multi-Input combinational cell    112                    42.2
Timing Repair Buffer               40                    19.1
Inverter                            1                   0.181
Sequential cell                    32                    30.9
Tap cell                           70                    4.23
Clock buffer                        5                    3.32
-- logic make-up after synthesis --
kind of cell / share of synthesized area (%)
compound gates: 16.4
xor+xnor: 28.7
flops: 40.5
simple gates: 10.2
buf+inv: 4.27
-- routing by layer --
layer  GRT usage [%]  vias to the layer above
met1            19.3                      491
met5               0                        -
li1                -                      590
met2            18.4                       22
met4            1.68                        0
met3            3.26                        5
-- per-stage QoR --
stage | instance area (um2) | power (mW) | setup slack (ps) | instances
floorplan | 1580 | 0.741 | 1510 | 158
global placement | 2000 | 0.886 | 794 | 255
detailed placement | 2000 | 0.883 | 777 | 255
CTS | 2070 | 1.15 | 1070 | 260
global route | 2070 | 1.22 | 985 | 260
finish | 2070 | 1.14 | 1090 | 260
-- worst register-to-register path, cell delays in order (launching register included) --
cell     delay [ps]
dfxtp_1         370
xnor2_4         410
xnor3_2         560
xnor2_1         180
o21ai_1          70
-- cell usage in the layout (no fill, tap or decap) --
| cell type | n |
|---|---|
| a211o_2 | 1 |
| or2_2 | 11 |
| xnor2_4 | 3 |
| nor2_1 | 12 |
| xor3_1 | 2 |
| a21bo_2 | 2 |
| clkbuf_8 | 5 |
| a21oi_1 | 26 |
| a211o_1 | 5 |
| xnor2_1 | 12 |
| xnor2_2 | 3 |
| xnor3_2 | 2 |
| o21ai_0 | 5 |
| buf_4 | 2 |
| clkdlybuf4s50_1 | 38 |
| dfxtp_1 | 32 |
| nor3_1 | 2 |
| clkinv_1 | 1 |
| o21ai_1 | 6 |
| xor2_1 | 14 |
| nor2b_1 | 4 |
| and2_1 | 2 |
Power is estimated from default activity; no workload was simulated.
